**./run.sh**
```bash
#!/bin/bash
# OpenROAD 26Q1-2900-gdf79404cd8, Yosys 0.63+post, stock flow scripts
make -C /OpenROAD-flow-scripts/flow DESIGN_CONFIG=/design/flow/config.mk WORK_HOME=/design/flow/orfs finish
```
**./config.mk**
```make
export PLATFORM = sky130hd
export DESIGN_NAME = REG_FILE_EXTENDED
export DESIGN_NICKNAME = REG_FILE_EXTENDED
export VERILOG_FILES = /design/flow/design.v
export SDC_FILE = /design/flow/constraint.sdc
export NUM_CORES = 4
export LEC_CHECK = 1
export CORE_UTILIZATION = 30
```
**./constraint.sdc**
```tcl
current_design REG_FILE_EXTENDED

set clk_period 4.7
set clk_io_pct 0.2

create_clock -name clk0 -period $clk_period [get_ports {clk}]

set non_clock_inputs [all_inputs -no_clocks]
set_input_delay [expr $clk_period * $clk_io_pct] -clock clk0 $non_clock_inputs
set_output_delay [expr $clk_period * $clk_io_pct] -clock clk0 [all_outputs]
```
**./design.v**
```verilog
`timescale 1ns / 1ps
module REG_FILE_EXTENDED #(parameter ADDR_WIDTH=8, DATA_WIDTH=2)
( 
input wire clk,
input wire wr_en,
input wire [ADDR_WIDTH-1:0] w_addr, r_addr,
input wire [DATA_WIDTH-1:0] w_data,
output wire [DATA_WIDTH-1:0] r_data
);
reg[DATA_WIDTH-1:0] array_reg[0:2**ADDR_WIDTH-1];
always @(posedge clk)
    begin
        if(wr_en)
            array_reg[w_addr] <= w_data;
    end
assign r_data = array_reg[r_addr];
endmodule
```
==> run summary <==
fresh numbers from the pnr run: status=finished, final reports clean, Critical Path, Cell by Cell=buf_8 > buf_4 > mux4_1 > mux2i_1 > o21ai_1 > a31oi_1 > a311oi_4 > clkdlybuf4s50_1, clk root buf=clkbuf_16, Ports=22, std cell rows=about 97, flops out of synthesis=512, antenna violations before repair=3, share of layout cells above drive strength 1=between 10% and 20%, post-synth area from yosys stat=roughly 21000 um2, crit end category=output port, total power=between 0.009 and 0.01 W, critical setup path kind=in2out, WP data arrival=roughly 3.6 ns, yosys cell count=between 1000 and 1500, DR pass1 iterations=8, combinational fraction of design power=under 10%, final count of hold timing violations=0, Clock Pin Slew Worst Setup and Hold Paths=~0.06 ns, delay-heaviest family, CP=multiplexers, synth warn=1, internal power=around 0.0073 W, die footprint=between 70000 and 80000 um2, final setup fails=0, Cell Area, Synth=~21000 um2, Worst slew margin=between 40% and 50%, total of max-cap violations=0, minimum clock period=~4.5 ns, average wire per standard cell=between 20 and 25 um, GRT overflow=0, Leak Pwr=approximately 7.4 nW, syn_area_per_cell=~17 um2, final worst slack=0.1684 ns, Post-synth EDFFs=around 510, floorplan utilization=between 30% and 40%, first-pass GRT wire length=75460 um, period utilisation layout=96.42%, pin count of the biggest net entering global routing=187, area grow syn2layout=13.97%, main flop type=edfxtp_1, most instantiated logic cells after routing=edfxtp_1 (512), nor2_1 (267), mux4_2 (82), mux2i_1 (61), clkbuf_16 (52), max FFs per register=approximately 510, register area share after synthesis=between 70 and 80%, crit path launch type=input pin, Psw=approximately 0.0019 W, DP Wirelength=31070 um, slowest cell on the critical path=mux4_1, Syn Inst Count=1240, Sw Ratio=21.03%, Fmax=around 0.22 GHz, ANT cells=0, RSZ-0062 raised after global routing=false, most numerous logic cell after layout=edfxtp_1, CP max FO=17, slowest stage delay, CP=approximately 0.59 ns, hold crit path type=in2reg, core area=roughly 70000 um2, Max Root-Sink Buffers=3, Max IR drop VDD=roughly 250 uV, H-tree Lvls=2, synth unique cells=about 50, Bufs and invs on worst path=3, ANT nets after route=0, CTS tree=done, Buffers on Ports=21, vias in the first global route=approximately 12000, Via Count=11420, Synth async-reset ratio=0%, gr usage total=approximately 15%, OpenROAD warnings=29, routed wire length=around 51000 um, Least-Margin Pin Slew=0.8212 ns, sequential share of power=between 50% and 60%, DRC viols=0, DR vias/cell=between 5 and 6, max-slew violations=0, Num CTS Buffers=roughly 50, height of the die=~270 um, CTS sink count=a little over 500, Clock Power Share=between 30% and 40%, worst slack, placed=-0.009904 ns, width of the die=around 270 um, Critical Path RT=roughly 3.8 ns, Placer Congestion=between 0.8 and 0.9, First DRT Iteration DRCs=about 930, pwr dens=roughly 380 nW/um2
[area by class of cell]
type | count | area (um2)
Clock inverter | 26 | 162.7
Multi-Input combinational cell | 632 | 5369
Tap cell | 940 | 1176
Timing Repair Buffer | 86 | 893.4
Fill cell | 6468 | 45950
Clock buffer | 64 | 1325
Sequential cell | 512 | 15370
Inverter | 6 | 22.52
[cells by family after synthesis]
| group | after synthesis | share of synthesized area [%] |
|---|---|---|
| simple gates | 354 | 6.771 |
| mux | 171 | 14.40 |
| flops | 512 | 72.04 |
| buf+inv | 96 | 2.925 |
| compound gates | 107 | 3.863 |
[final timing paths]
| check | cells past startpoint | end | slack, ns | from |
|---|---|---|---|---|
| worst max-delay path | 8 | r_data[1] | 0.17 | r_addr[0] |
| worst min-delay path | 1 | array_reg[157][0] | 0.83 | w_data[0] |
[synth_stat cells (all sizes together) (9+ instances only)]
cell type  instances  area [um2]
nand4              9       56.30
o221ai            16       140.1
nand2             29       108.9
nand3             27       135.1
mux4             102        2372
a21oi              9       45.04
o21ai             17       85.08
a211oi            11       87.58
nor2             268        1006
mux2i             61       610.6
edfxtp           512       15370
buf               34       375.4
nor2b             11       68.82
clkbuf            55       214.0
[layer usage]
metal	track usage (%)	share of wire, %
met1	18.30	35
met4	2.303	1.7
met3	12.95	18
met2	21.98	45
met5	0.2027	0.084
[power by group through the flow]
stage / Combinational [W] / Sequential [W] / Clock, W
CTS: 0.000535 / 0.00503 / 0.00377
global route: 0.000582 / 0.00503 / 0.00396
finish: 0.000538 / 0.00504 / 0.00370
[stage by stage]
| stage | setup TNS [ns] | hold slack [ns] | std cells | util (%) | area, um2 |
|---|---|---|---|---|---|
| after detailed placement | -0.009904 | 1.443 | 2175 | 32.42 | 22780 |
| after CTS | 0 | 0.8184 | 2265 | 34.54 | 24270 |
| after global routing | 0 | 0.8442 | 2266 | 34.61 | 24320 |
| final | 0 | 0.8284 | 2266 | 34.61 | 24320 |
| after global placement | -0.01712 | 1.445 | 2175 | 32.42 | 22780 |
| after floorplan | 0 | 1.039 | 1240 | - | 21340 |
[timing repair]
item                                    in CTS  in global routing
pin swaps                                    0                  4
hold buffers                                 0                  0
resized                                      1                  7
buffers inserted                             0                  0
gates cloned                                 0                  1
endpoints found under the setup margin       1                  2
Power is estimated from default activity; no workload was simulated.
