## design/flow/design.v

```verilog
`timescale 1ns / 1ps
module SSD_DRIVER(
input wire[3:0] dig,
output wire [6:0] segment,
output wire c
    );
reg[6:0] segment_reg;
reg c_reg;
always @*
begin
case (dig[3:0])
      4'b0000: segment_reg = 7'b1111110;
      4'b0001: segment_reg = 7'b0110000;
      4'b0010: segment_reg = 7'b1101101;
      4'b0011: segment_reg = 7'b1111001;
      4'b0100: segment_reg = 7'b0110011;
      4'b0101: segment_reg = 7'b1011011;
      4'b0110: segment_reg = 7'b1011111;
      4'b0111: segment_reg = 7'b1110000;
      4'b1000: segment_reg = 7'b1111111;
      4'b1001: segment_reg = 7'b1110011;
      4'b1010: segment_reg = 7'b1110111;
      4'b1011: segment_reg = 7'b0011111;
      4'b1100: segment_reg = 7'b1001110;
      4'b1101: segment_reg = 7'b0111101;
      4'b1110: segment_reg = 7'b1001111;
      4'b1111: segment_reg = 7'b1000111;
      default : segment_reg = 7'b1001110;
    endcase 
end
always@*
c_reg <= 0;
assign c = c_reg;
assign segment = segment_reg;
endmodule
```

## design/flow/run.sh

```bash
#!/bin/bash
# OpenROAD 26Q1-2900-gdf79404cd8, Yosys 0.63+post, stock flow scripts
make -C /OpenROAD-flow-scripts/flow DESIGN_CONFIG=/design/flow/config.mk WORK_HOME=/design/flow/orfs finish
```

## design/flow/config.mk

```make
export PLATFORM = sky130hd
export DESIGN_NAME = SSD_DRIVER
export DESIGN_NICKNAME = SSD_DRIVER
export VERILOG_FILES = /design/flow/design.v
export SDC_FILE = /design/flow/constraint.sdc
export NUM_CORES = 4
export LEC_CHECK = 1
export CORE_AREA = 10 10 70 70
export DIE_AREA = 0 0 80 80
```

## design/flow/constraint.sdc

```tcl
current_design SSD_DRIVER

set clk_period 1.0
set clk_io_pct 0.2

create_clock -name clk0 -period $clk_period

set non_clock_inputs [all_inputs -no_clocks]
set_input_delay [expr $clk_period * $clk_io_pct] -clock clk0 $non_clock_inputs
set_output_delay [expr $clk_period * $clk_io_pct] -clock clk0 [all_outputs]
```

==> CHANGELOG.md <==
### Metrics

* Outcome: complete, but fails checks
* Violated checks: setup timing
* FP Util at 8.42%
* Die Y at 80 um
* Worst Path Max Fanout at 3
* Chip area at 6400 um2
* Synthesized instance count at 41
* Critical-path cell list: buf_12 -> buf_6 -> ha_1 -> o32a_1 -> buf_2
* Mean Syn Cell Area at 7.02 um2
* Worst hold slack at 768 ps
* Share of cells above drive strength 1 at 65.5%
* Synth cell types at 18
* Non-Filler Instances at 104
* Tcrit/Tclk final at 124%
* Hold_sp: dig[2]
* Pwr Total at 217 uW
* CP max stage cell: o32a_1
* Antenna cells at 0
* Chip Area, Yosys at 288 um2
* Max stage delay on crit path at 330 ps
* Pleak at 0.243 nW
* IO buf count at 11
* Most frequent cells in the layout: 9 x buf_2, 5 x ha_4, 5 x buf_4
* Vias in the first global route at 364
* Die extent in x at 80 um
* Pin count of the biggest net entering global routing at 10
* Hold Path Stages at 3
* Syn. warnings at 1
* First-pass GRT wire length at 1.73 mm
* Final hold violation count at 0
* Gr usage total at 3.12%
* # fillers at 386
* Clock buffer count in the final layout at 0
* Vias at 333
* Yosys stat cell total at 41
* Max cap viols at 0
* Crit path DAT at 1040 ps
* Tool warnings at 41
* Antenna Nets Post-Route at 0
* Dominant logic cell type in the layout: buf_2
* 1st-iter DRT viols at 16
* Tmin final at 1240 ps
* Worst Setup Start Kind: input pin
* DP Wirelength at 746 um
* # hold bufs at CTS at 0
* Comb. cell area at 337 um2
* IO Count at 12
* Final Slew Violations at 0
* Pre-antenna DRT Iters at 5
* Worst hold path type: input pin to output port
* Overflow after GRT at 0
* Kind of end point of the critical path: output port
* GPL Wtd Cong at 0.791
* Final setup vio count at 7
* WP data required at 800 ps
* Peak Freq at 805 MHz
* Row count at 21
* Setup WS post-layout at -243 ps
* Initial antenna violation count at 0
* Mapped Area at 288 um2
* Register area at 0 um2
* DP Cell Count at 102
* Power per cell area at 360 nW/um2
* Core area at 3420 um2
* Total wire length at 936 um
* Seq cells at 0
* Layout Area Growth over Synthesis at 109%
* DRC violations left at 0
* WL/cell at 9.00 um
* Unrepaired setup endpoints after global routing: true
* WS Path Type: input pin to output port
* WHS Endpoint: segment[6]
* Via density at 3.20
* Peak VDD IR at 88.3 uV
* Seq share, synth at 0%
==> cells in the mapped netlist, drive strengths merged <==
cell	instances	area share, %
a31oi	1	2.2
nor2	1	1.3
mux2i	1	3.5
ha	7	30
nor3b	1	2.6
and2b	2	5.2
a21oi	5	8.7
inv	6	7.8
o21ai	3	5.2
o32a	1	3.5
a211oi	1	2.6
mux2	1	5.2
nand2b	1	2.2
nor3	3	5.2
conb	1	1.3
nand2	3	3.9
buf	3	9.1
==> metal layers <==
| metal | vias up | global-route usage, % | routed length [um] |
|---|---|---|---|
| met1 | 154 | 3.49 | 350 |
| met4 | 0 | 0.352 | 0 |
| met5 | - | 0 | 0 |
| li1 | 173 | - | - |
| met3 | 0 | 0.114 | 12 |
| met2 | 6 | 6.34 | 572 |
==> power by group <==
group | switching [mW] | leakage, nW | internal [mW] | total (mW)
logic | 0.0973 | 0.243 | 0.119 | 0.217
clock network | 0 | 0 | 0 | 0
registers | 0 | 0 | 0 | 0
total | 0.0973 | 0.243 | 0.119 | 0.217
==> cell type report <==
| cell class | count | area share (%) |
|---|---|---|
| timing repair buffer | 20 | 27.9 |
| tap | 46 | 9.56 |
| inverter | 6 | 6.65 |
| multi-input combinational | 32 | 55.9 |
==> timing repair <==
item / in CTS / in global routing
endpoints found under the setup margin: 7 / 7
gates resized: 67 / 9
pin swaps: 11 / 3
setup buffers: 2 / 0
hold endpoints to repair: 0 / 0
==> how the worst max path moves through the flow <==
stage | to | cells after the start | startpoint | slack, ps
4_1_cts | segment[2] | 6 | dig[0] | -280
5_1_grt | segment[2] | 5 | dig[1] | -270
6_report | segment[2] | 5 | dig[1] | -240
==> critical path: cells and delay by family <==
family / cells / cell delay, ps
buffers and inverters: 3 / 350
AOI/OAI and AO/OA: 1 / 330
adders and majority gates: 1 / 170
==> metrics by stage <==
step	worst slack, ps	utilization (%)	instance area [um2]	TNS [ps]
5_1_grt	-267	17.6	602	-1650
2_1_floorplan	-48.4	-	303	-84.8
3_3_place_gp	-1170	14.5	497	-7760
6_report	-243	17.6	602	-1300
4_1_cts	-278	16.7	572	-1370
3_5_place_dp	-1170	14.5	497	-7810
==> cells by family (layout without fill, tap and decap cells) <==
logic type	after synthesis	count (layout)	synth area share, %
buffers and inverters	9	26	17.0
AOI/OAI and AO/OA	11	11	22.2
other	1	1	1.30
adders and majority gates	7	7	30.4
muxes	2	2	8.69
and+or+nand+nor	11	11	20.4
Power and IR drop assume default switching activity.
