[./run.sh]
#!/bin/bash
# OpenROAD 26Q1-2900-gdf79404cd8, Yosys 0.63+post, stock flow scripts
make -C /OpenROAD-flow-scripts/flow DESIGN_CONFIG=/design/flow/config.mk WORK_HOME=/design/flow/orfs finish
[./config.mk]
export PLATFORM = sky130hd
export DESIGN_NAME = STACK_CTRL
export DESIGN_NICKNAME = STACK_CTRL
export VERILOG_FILES = /design/flow/design.v
export SDC_FILE = /design/flow/constraint.sdc
export NUM_CORES = 4
export LEC_CHECK = 1
export CORE_AREA = 10 10 106 106
export DIE_AREA = 0 0 116 116
[./constraint.sdc]
current_design STACK_CTRL

set clk_period 2.3
set clk_io_pct 0.2

create_clock -name clk0 -period $clk_period [get_ports {clk}]

set non_clock_inputs [all_inputs -no_clocks]
set_input_delay [expr $clk_period * $clk_io_pct] -clock clk0 $non_clock_inputs
set_output_delay [expr $clk_period * $clk_io_pct] -clock clk0 [all_outputs]
[./design.v]
`timescale 1ns / 1ps
module STACK_CTRL
  #(
   parameter ADDR_WIDTH=4,
   parameter BUFFER_SIZE = 16   
  )
  (
   input  wire clk, reset,
   input  wire pop, push,
   output wire empty, full,
   output wire [ADDR_WIDTH-1:0] w_addr,
   output wire [ADDR_WIDTH-1:0] r_addr,
   output wire [ADDR_WIDTH-1:0] data_count, 
   output wire  ALMOST_FULL, ALMOST_EMPTY
  );
  reg [ADDR_WIDTH-1:0] w_ptr_logic, w_ptr_next, w_ptr_succ;
  reg [ADDR_WIDTH-1:0] r_ptr_logic, r_ptr_next, r_ptr_succ;
  reg full_logic, empty_logic, full_next, empty_next;
  reg ALMOST_FULL_ff_nxt, ALMOST_EMPTY_ff_nxt;
  reg ALMOST_FULL_ff, ALMOST_EMPTY_ff;
  reg [ADDR_WIDTH : 0]		DATA_REG, DATA_NEXT;
  reg DATA_ADD, DATA_SUB;
localparam  ALMOST_FULL_FLAG=BUFFER_SIZE*3/4, ALMOST_EMPTY_FLAG=BUFFER_SIZE*1/4;
 always @(posedge clk, posedge reset)
     if (reset)
        begin
           w_ptr_logic <= 0;
           r_ptr_logic <= 0;
           full_logic <= 1'b0;
           empty_logic <= 1'b1;
           ALMOST_FULL_ff <= 1'b0;
           ALMOST_EMPTY_ff <= 1'b1;
           DATA_REG <= 0;
        end
     else
        begin
           w_ptr_logic <= w_ptr_next;
           r_ptr_logic <= r_ptr_next;
           full_logic <= full_next;
           empty_logic <= empty_next;
           ALMOST_FULL_ff <= ALMOST_FULL_ff_nxt;
           ALMOST_EMPTY_ff <= ALMOST_EMPTY_ff_nxt;
           DATA_REG <= DATA_NEXT;
        end
always @ ( ALMOST_EMPTY_ff, ALMOST_FULL_ff, DATA_REG)
	   begin
			ALMOST_EMPTY_ff_nxt = ALMOST_EMPTY_ff;
			ALMOST_FULL_ff_nxt = ALMOST_FULL_ff;						
			if(DATA_REG == ALMOST_EMPTY_FLAG)
				ALMOST_EMPTY_ff_nxt = 1'b 1;
			else
				ALMOST_EMPTY_ff_nxt = 1'b 0;
			if(DATA_REG == ALMOST_FULL_FLAG)
				ALMOST_FULL_ff_nxt = 1'b 1;
			else
				ALMOST_FULL_ff_nxt = 1'b 0;			
		end
always@*
  begin
     w_ptr_succ = w_ptr_logic + 1;
     r_ptr_succ = r_ptr_logic - 1;
     w_ptr_next = w_ptr_logic;
     r_ptr_next = r_ptr_logic;
     full_next = full_logic;
     empty_next = empty_logic;
     DATA_ADD = 1'b0;
     DATA_SUB = 1'b0;
     case ({push, pop})
        2'b01:  
           if (~empty_logic)  
              begin
                if(DATA_REG > 0 )
                    DATA_SUB = 1'b1;
                 else
                    DATA_SUB = 1'b0;
                 r_ptr_next = r_ptr_succ;
                 full_next = 1'b0;
                 if (r_ptr_succ==w_ptr_logic)
                    empty_next = 1'b1;
              end
        2'b10:  
           if (~full_logic)  
              begin
                 DATA_ADD = 1'b1;
                 w_ptr_next = w_ptr_succ;
                 empty_next = 1'b0;
                 if (w_ptr_succ==r_ptr_logic)
                    full_next = 1'b1;
              end
        2'b11:  
           begin
              w_ptr_next = w_ptr_succ;
              r_ptr_next = r_ptr_succ;
           end
        default: ;   
     endcase
  end
 always @ ( DATA_SUB, DATA_ADD, DATA_REG)
		begin	
			case( {DATA_SUB , DATA_ADD} )
				2'b 01 :
						DATA_NEXT = DATA_REG + 1;
				2'b 10 :
						DATA_NEXT = DATA_REG - 1;
				default :
						DATA_NEXT = DATA_REG;
			endcase 	
end	
  assign w_addr = w_ptr_logic;
  assign r_addr = r_ptr_logic;
  assign full = full_logic;
  assign empty = empty_logic;
  assign ALMOST_EMPTY = ALMOST_EMPTY_ff; 
  assign ALMOST_FULL = ALMOST_FULL_ff;
  assign data_count = DATA_REG;
endmodule
==> results.py <==
# Generated from Yosys and OpenROAD reports
metrics = {
    "run": {
        "warning_count": 26,
        "drv_cap": 0,
    },
    "worst_setup_path": {
        "critPathMaxFanout": 3,
        "r2r_cells": 9,
        "cp-start-kind": "input pin",
        "worstPathRequired_ps": 2480,
        "arrival_ps": 2230,
        "endpoint_kind": "flip-flop",
        "worstSetupPathType": "in -> reg",
    },
    "synth": {
        "ys_ff": 17,
        "netlist_area_sq_mm": 0.00101,
        "ys_seq_share_pct": 42.3,
        "synthTopLogicFamily": "XOR/XNOR gates",
        "syn_avg_cell_area_sq_um": 10.2,
        "synth.mux.area_fraction_pct": 2.22,
        "ys_async_sr_fraction_pct": 100,
        "synth-edff-count": 0,
        "synthAoiAreaFrac_pct": 9.02,
        "yosys_warnings": 1,
        "ys_cells": 99,
        "yosys.area_share.simple_pct": 12.7,
        "syn_inst": 99,
        "ys_area_sq_mm": 0.00101,
        "xor_share_pct": 18.9,
        "adder_share_pct": 6.18,
        "flop_cell": "dfrtp_1",
        "synthDistinctLibCells": 30,
    },
    "floorplan": {
        "fp_util_pct": 11.4,
        "die_w_microns": 116,
        "die_y_microns": 116,
        "rows": 34,
        "io_pins": 20,
        "core_area_sq_mm": 0.00885,
        "die-area_sq_mm": 0.0135,
    },
    "sta": {
        "max_slew.worst_pin.slew_ps": 655,
        "fin_crit_sh_pct": 89.1,
        "whs_ps": 498,
        "setup_viol": 0,
        "max_freq_ghz": 0.488,
        "slew_violations": 0,
        "layout_min_cycle_time_ps": 2050,
        "rsz0062_at_grt": "no",
        "finClkSkew_ps": 1.41,
        "hold_viol_final": 0,
        "fin_tns_setup_ps": 0,
        "slew_headroom_pct": 56.3,
    },
    "global_route": {
        "grtUsageTotal_pct": 3.59,
        "grt_overflow_total": 0,
        "antenna_found_initial": 0,
        "grt_max_degree": 18,
        "grt_pass1_vias": 759,
        "grt_first_pass_wirelength_microns": 3920,
    },
    "place": {
        "portBuffers": 19,
        "gp_congestion": 0.821,
        "dp_hpwl_microns": 1880,
    },
    "final_layout": {
        "area_delta_synth_final_pct": 39.9,
        "layout-drive-gt1-share_pct": 20.6,
    },
    "clocking": {
        "cts_buffers": 3,
        "cts-root-buf": "clkbuf_8",
        "hold_buffers": 0,
        "cts_tree": "built",
        "clk_pin_slew_ps": 60,
        "cts.sinks": 17,
        "clock_latency_ps": 250,
        "htree_levels": 1,
        "cts_buffer_depth": 2,
    },
    "routing": {
        "antenna_left": 0,
        "antenna_cells": 0,
        "vias": 754,
        "drtIter0Drc": 25,
        "dr.pass1.iters": 4,
        "vias_per_cell": 3.22,
        "wl_per_cell_microns": 10.3,
        "routed_wl_microns": 2420,
        "drcViolationCount": 0,
    },
    "pwr": {
        "p_switching_w": 0.000694,
        "combPwrFrac_pct": 54.3,
        "leakagePower_nw": 0.580,
        "ir_drop_mv": 0.266,
        "power_switching_share_pct": 36.7,
        "powerDensity_mw_per_mm2": 1330,
        "pwr-share-clk_pct": 11.8,
        "intPower_w": 0.00120,
        "power_frac_seq_pct": 33.9,
    },
    "run_status": {
        "outcome": "finished clean",
    },
    "min_path": {
        "worst_hold_path_type": "reg -> reg",
        "worstHoldPathCells": 1,
    },
}
## metal layers
metal / part of all wire (%) / vias to the layer above / track usage, %
met5: 0 / - / 0
li1: - / 381 / -
met3: 11 / 4 / 1.52
met4: 2.1 / 0 / 0.751
met1: 45 / 346 / 4.46
met2: 43 / 23 / 5.73
## area by class of cell
type	count	area [sq um]
fillers	990	7430
multi-input cells	67	515
flip-flops and latches	17	428
repair buffers	30	263
well taps	108	135
clock buffers	4	45.0
inverters	8	30.0
## flip-flops by register name, summed over array words and instances (netlist names)
name / flops
empty_logic: 1
r_ptr_logic: 4
w_ptr_logic: 4
full_logic: 1
DATA_REG: 5
ALMOST_FULL_ff: 1
ALMOST_EMPTY_ff: 1
## logic make-up after synthesis
logic type,Yosys count
DFF,17
and+or+nand+nor,24
xor gates and xnor gates,21
AOI/OAI and AO/OA,15
adders and majority gates,5
muxes,2
buffers and inverters,15
## cells in the mapped netlist, drive strengths merged, types with 2 or more instances
library cell  instances  area (sq um)
o21ai                 6          30.0
a32o                  2          20.0
buf                   7          57.6
nor2b                 2          12.5
inv                   8          30.0
ha                    5          62.6
nor2                  6          22.5
a21oi                 4          20.0
nand3                 3          15.0
nor3                  3          15.0
dfstp                 2          52.6
dfrtp                15           375
mux2                  2          22.5
xnor2                 7          61.3
xor2                 14           130
nand2                 3          11.3
## final timing paths
kind	endpoint	start	slack (ps)
max	DATA_REG[4]	pop	250
min	DATA_REG[4]	DATA_REG[4]	500
max reg2reg	DATA_REG[4]	empty_logic	270
min reg2reg	DATA_REG[4]	DATA_REG[4]	500
max in group asynchronous	DATA_REG[2]	reset	1280
min in group asynchronous	r_ptr_logic[3]	reset	600
## critical path, stage by stage
cell      delay, ps
clkbuf_2        100
inv_1            50
or3_4           380
a21oi_2         140
ha_2            210
xor2_1          150
ha_2            200
and3b_1         150
o21ai_0          70
a31oi_1         190
xor2_1          150
## what timing repair did
| action | in CTS | in global routing |
|---|---|---|
| resized | 6 | 5 |
| endpoints found under the setup margin | 4 | 1 |
| setup buffers | 1 | 0 |
| pin swaps | 4 | 3 |
| gates cloned | 0 | 0 |
## metrics by stage
stage                     setup WS, ps  power [W]  util [%]  instances  cell area, sq um
after floorplan                   22.0    0.00126         -         99              1010
final                              251    0.00189      16.0        234              1420
after global placement            -431    0.00167      15.3        229              1360
after CTS                          113    0.00192      16.0        234              1420
after global routing              55.0    0.00208      16.0        234              1420
after detailed placement          -483    0.00167      15.3        229              1360
## placed cells by master, fill, tap and decap left out, types with 2 or more instances in the layout
master            n
a21oi_1           3
a32o_1            2
buf_4            11
clkbuf_2          2
clkbuf_8          3
clkdlybuf4s50_1  17
dfrtp_1          15
dfstp_2           2
ha_1              3
ha_2              2
inv_1             8
mux2_2            2
nand2_1           3
nand3_1           3
nor2_1            6
nor2b_1           2
nor3_1            2
o21ai_0           4
o21ai_1           2
xnor2_1           7
xor2_1           13
## power by group through the flow
stage	registers [W]	logic, W	clock network [W]
after CTS	0.000640	0.00105	0.000228
final	0.000641	0.00103	0.000222
after global routing	0.000671	0.00117	0.000240
Power and IR drop assume default switching activity.
